**config.mk**
```make
export PLATFORM = sky130hd
export DESIGN_NAME = gcd_datapath
export DESIGN_NICKNAME = gcd_datapath
export VERILOG_FILES = /design/flow/design.v
export SDC_FILE = /design/flow/constraint.sdc
export NUM_CORES = 4
export LEC_CHECK = 1
export CORE_AREA = 10 10 91 91
export DIE_AREA = 0 0 101 101
```
**constraint.sdc**
```tcl
current_design gcd_datapath

set clk_period 3.1
set clk_io_pct 0.2

create_clock -name clk0 -period $clk_period [get_ports {clk}]

set non_clock_inputs [all_inputs -no_clocks]
set_input_delay [expr $clk_period * $clk_io_pct] -clock clk0 $non_clock_inputs
set_output_delay [expr $clk_period * $clk_io_pct] -clock clk0 [all_outputs]
```
**design.v**
```verilog
module mux_2to1 (
	input [3:0] x,minus,
	input sel,
	output [3:0] out
);
	assign out = sel? minus:x;
endmodule
module register (
	input clk,
	input rst,
	input load,
	input [3:0] x,
	output reg [3:0] out
);
	always @(posedge clk) begin
		if (rst)
		begin
			out <= 0;
		end
		else 
		begin
			if(load) out <= x;
			else out <= out ;
		end
	end
endmodule
module gcd_datapath (
	input rst_dp,
	input clk,
	input [3:0] A,
	input [3:0] B,
	input A_sel,
	input B_sel,
	input A_load ,
	input B_load ,
	input done ,	
	output eq_flag,
	output bigger,
	output reg [3:0] res
);
	wire [3:0] amb , bma;
	wire [3:0] a,b,a1,b1;
	mux_2to1 mux_a ( .x(A),
					 .minus(amb),
					 .sel(A_sel),
					 .out(a1)
	);
	mux_2to1 mux_b ( .x(B),
					 .minus(bma),
					 .sel(B_sel),
					 .out(b1)
	);
	register reg_A ( .clk(clk),
					 .rst(rst_dp),
					 .x(a1),
					 .out(a),
					 .load(A_load)
	);
	register reg_B ( .clk(clk),
					 .rst(rst_dp),
					 .x(b1),
					 .out(b),
					 .load(B_load)
	);
	register reg_out ( .clk(clk),
					   .rst(rst_dp),
					   .x(a),
					   .out(res),
					   .load(done)
	);
	assign amb = a-b;
	assign bma = b-a;
	assign eq_flag = (a==b)?1:0;
	assign bigger = (a>b)?1:0;
endmodule
```
**run.sh**
```bash
#!/bin/bash
# OpenROAD 26Q1-2900-gdf79404cd8, Yosys 0.63+post, stock flow scripts
make -C /OpenROAD-flow-scripts/flow DESIGN_CONFIG=/design/flow/config.mk WORK_HOME=/design/flow/orfs finish
```
==> summary.txt <==
Quick summary of the implementation run below.

The endpoint kind of the worst setup timing path is an output port. The slew check shows that the tightest pin keeps a relative margin of 71.5%. The first-pass detailed-route iteration total is 3. The count of cells resized by post-cts repair is 0. The critical path in this run is classified as reg -> out.

Per the timing report, the biggest fanout along the worst path comes to 8. The path length in cells of the critical path came out at 7. The clock slew seen by the registers of the worst setup and hold paths came out at around 0.060 ns.

The number of clock buffers inserted by TritonCTS is 3. The number of buffers inserted by post-CTS setup repair is 0. The routed design shows a via density per instance of about 3.4.

Entering global routing, the biggest net connects 13 pins. At the pin with the least slew margin, the transition time is about 0.43 ns. The netlist uses 18 different library cells. The first global-routing pass estimated 3140 um of wire. The data arrival time of the critical path came out at a little under 2 ns.

In this run, synthesis produced a sequential element count of 12. The number of levels the H-tree was split into is 1. The final cell count without fillers came out at roughly 190.

For reference, the critical path cell chain is inv_1, ha_1, a21oi_1, nor2_1, nor2_1, nor2_1, clkdlybuf4s50_1. The setup total negative slack is 0 ns. The number of global-route vias before repair is 702. The cell that appears most often on the critical path is nor2_1. The reg2reg setup slack came out at approximately 1.5 ns.

The number of warnings the tools reported came out at 28. The source of the worst register-to-register timing path is reg_A.out[0]. Max-cap violations in this run came to 0.

The run finished with clean final reports. Post-route period utilization is reported as ~84%. In this run, placement finished with an instance count of around 180. CTS placed an instance of clkbuf_8 at the clock tree root. The number of setup violations in the final report came out at 0. The number of buffers on the longest clock path came out at 2.

The routability congestion estimate came out at roughly 0.76. The violation count after the first detailed-route iteration came out at 44. Power comes to between 0.5 and 0.6 mW. The area of the die is 10,200 um^2. Per STA, the endpoint of the critical path is bigger. Summed over all nets, the half-perimeter wirelength after detailed placement is approximately 1600 um. The source-to-sink clock delay at the later pin of the worst-skew pair is about 0.24 ns. The timing report shows that the slowest cell on the worst path is ha_1. The clock tree has to reach 12 sinks. The number of nets with antenna violations after routing came out at 0. The cell count after synthesis came out at 92. In this design, the stage delay of the slowest critical-path cell is 0.50 ns. The leakage power of the design came out at ~0.45 nW. The signed area change from the synthesized netlist to the final layout came out at 39.5%.

The mean post-synth cell area came out at around 8.6 um^2. The global-route congestion overflow total came out at 0. The number of DRC violations after detailed routing is 0.

The number of placement rows is 29. The vertical die size came out at between 100 and 150 um. In this run the tool buffered the top-level ports with 20 buffer cells. The final antenna diode tally reported by the flow is 0. The total routing resource utilization after global routing is ~3.7%. The I/O pin total is 21.

The ratio of total power to cell area is about 460 nW/um^2. Warnings reported by Yosys during synthesis add up to 1. The startpoint type of the worst setup path is a register. The number of buffers and inverters on the critical path is 2. Per the detailed-route log, wirelength across all metal layers totals 1880 um. In the final layout, the share of cells above drive strength 1 is under 10%. The final period demand of the worst path came out at 2.61 ns. The count of cells along the worst register-to-register path is 8.

Yosys stat counts 92 cells in the synthesized netlist. The number of hold violations in the final report is 0. The final tally of max-slew violations came out at 0. The standard cell core area is between 6000 and 7000 um^2.

Derived from the worst setup path, the maximum achievable clock frequency is ~0.38 GHz. The first element of the critical path is reg_A.out[2]. The count of vias placed by the detailed router came out at roughly 630.

The critical path's top delay family is buffers and inverters. The number of antenna violations at the first check in global routing is 0. The data required time reported for the critical path is between 2 and 2.5 ns. TritonCTS built the clock tree. Setup repair after global routing left no endpoint under its margin. The average detailed-routed wire length per instance is 10.1 um. The total standard cell area after synthesis came out at ~800 um^2.

The die is around 100 um wide. The initial utilization of the core area, before any placement, comes to between 10% and 20%. Leaving out fill and tap cells, the most frequent cells in the layout are clkdlybuf4s50_1 (20), nor2_1 (16), inv_1 (12), dfxtp_1 (12), mux2i_1 (10).

By instance count after routing, the leading logic cell type is clkdlybuf4s50_1. The count of hold buffers inserted by post-cts repair is 0. Checking hold timing, the worst path is listed with class reg -> reg.

The proportion of synthesized chip area in sequential cells is between 30% and 40%. Counting the fill cells in the layout gives 684. The worst supply voltage drop on vdd is 125 uV. In this run the critical register-to-register path is captured at reg_A.out[2]. The chip area line of the yosys report came out at 796 um^2.

Clock skew on the completed layout was measured at ~0.0019 ns.
==> where the power goes <==
group / leakage, nW / switching [mW] / total, mW / internal, mW
Sequential: 0.0989 / 0.0111 / 0.178 / 0.167
Combinational: 0.317 / 0.0708 / 0.159 / 0.0879
Clock: 0.0288 / 0.0594 / 0.172 / 0.112
==> registers in the layout (all words and copies together), names as in the netlist <==
signal,count
reg_out.out,4
reg_A.out,4
reg_B.out,4
==> metrics by stage <==
| stage | cell area [um^2] | util (%) | setup slack, ns | hold slack, ns |
|---|---|---|---|---|
| floorplan | 796 | - | 1.26 | 0.437 |
| global placement | 1050 | 16.6 | 0.700 | 0.487 |
| detailed placement | 1050 | 16.6 | 0.713 | 0.490 |
| CTS | 1110 | 17.5 | 0.453 | 0.505 |
| global route | 1110 | 17.5 | 0.306 | 0.521 |
| finish | 1110 | 17.5 | 0.487 | 0.498 |
==> final cells by class <==
class / instances / area (um^2) / area share [%]
clock buffer: 4 / 55.1 / 4.96
inverter: 12 / 45.0 / 4.06
multi-input combinational: 61 / 473 / 42.6
sequential: 12 / 240 / 21.6
tap: 77 / 96.3 / 8.68
timing repair buffer: 20 / 200 / 18.0
==> worst min-delay path: cells and delay by family, from the launching register on <==
kind,cells,cell delay [ns]
flip-flops,1,0.33
AND/OR/NAND/NOR,1,0.07
multiplexers,1,0.06
==> synthesized netlist by cell type, drive strengths merged <==
cell type / number / area, um^2
nor2: 16 / 60.1
buf: 1 / 11.3
mux2i: 10 / 100
nand4b: 2 / 17.5
ha: 7 / 87.6
fa: 2 / 40.0
o21ai: 4 / 20.0
dfxtp: 12 / 240
a21oi: 10 / 72.6
inv: 12 / 45.0
nand3: 2 / 10.0
and4: 1 / 10.0
clkbuf: 6 / 26.3
nand3b: 2 / 15.0
a211oi: 3 / 22.5
xnor2: 2 / 17.5
==> logic make-up after synthesis <==
family / after synthesis / synth area share, %
AOI/OAI and AO/OA: 17 / 14.5
muxes: 10 / 12.6
adders and majority gates: 9 / 16.0
and+or+nand+nor: 23 / 14.2
DFF: 12 / 30.2
xor gates and xnor gates: 2 / 2.20
buffers and inverters: 19 / 10.4
==> worst min path at each step <==
stage / startpoint / to / cells after the start
final: reg_out.out[3] / reg_out.out[3] / 2
after global routing: reg_out.out[1] / reg_out.out[1] / 2
after CTS: reg_out.out[3] / reg_out.out[3] / 2
==> metal layers <==
layer,routed length (um),part of all wire [%],track usage (%)
met2,1070,57,7.37
met1,679,36,3.73
met4,41,2.2,0.965
met5,0,0,0
met3,86,4.6,0.970
Power is estimated from default activity; no workload was simulated.
