**config.mk**
```make
export PLATFORM = sky130hd
export DESIGN_NAME = gcd_controller
export DESIGN_NICKNAME = gcd_controller
export VERILOG_FILES = /design/flow/design.v
export SDC_FILE = /design/flow/constraint.sdc
export NUM_CORES = 4
export LEC_CHECK = 1
export CORE_AREA = 10 10 70 70
export DIE_AREA = 0 0 80 80
```
**constraint.sdc**
```tcl
current_design gcd_controller

set clk_period 1.3
set clk_io_pct 0.2

create_clock -name clk0 -period $clk_period [get_ports {clk}]

set non_clock_inputs [all_inputs -no_clocks]
set_input_delay [expr $clk_period * $clk_io_pct] -clock clk0 $non_clock_inputs
set_output_delay [expr $clk_period * $clk_io_pct] -clock clk0 [all_outputs]
```
**run.sh**
```bash
#!/bin/bash
# OpenROAD 26Q1-2900-gdf79404cd8, Yosys 0.63+post, stock flow scripts
make -C /OpenROAD-flow-scripts/flow DESIGN_CONFIG=/design/flow/config.mk WORK_HOME=/design/flow/orfs finish
```
**design.v**
```verilog
module gcd_controller (
	input rst_fsm,
	input clk,
	input start,
	input eq_flag,
	input bigger,
	output reg A_sel,
	output reg B_sel,
	output reg A_load,
	output reg B_load,
	output reg done
	);
	parameter state_reg_width = 3;
	parameter [state_reg_width -1 : 0] start_state = 0 ,
									   read = 1,
									   while_equal=2,
									   condition=3,
									   A_bigger = 4,
									   B_bigger = 5,
									   res =6;
	reg [state_reg_width -1 : 0] curr_state , next_state ;
	always @(posedge clk)begin
		if(rst_fsm)
			begin
			curr_state <= start_state;
			end
		else 
			begin
			curr_state <= next_state;
			end
	end
	always@(*)begin
	done=0;
	A_load=0;
	B_load=0;
	B_sel=0;
	A_sel=0;
		case(curr_state)
		start_state: 
		begin
			if (start) next_state = read;
			else next_state = start_state;
		end
		read: 
		begin
			A_sel=0;
			B_sel=0;
			A_load=1;
			B_load=1;
			next_state = while_equal;
		end
		while_equal:
		begin
			if (eq_flag) next_state = res;
			else next_state = condition;
		end
		condition:
		begin
			if (bigger) next_state = A_bigger;
			else next_state = B_bigger;
		end
		A_bigger:
		begin	
			done=0;
			A_load=1;
			A_sel=1;
			B_sel=0;
			B_load=0;
			next_state = while_equal;
		end
		B_bigger:
		begin	
			done=0;
			A_load=0;
			A_sel=0;
			B_sel=1;
			B_load=1;
			next_state = while_equal;
		end
		res:
		begin
			done = 1;
			if (rst_fsm) next_state = start_state;
			else next_state = res;
		end
		endcase
	end
endmodule
```
==> flow_summary.ini <==
; yosys + openroad results
[floorplan]
initCoreUtil_pct = 8.13
num_rows = 21
die-area_um2 = 6400
dieWidth_um = 80
die_h_um = 80
io_pins = 10
core_area_um2 = 3420

[routing]
ant_nets = 0
drtPass1Iterations = 2
vias_per_cell = 2.97
routed_wl_um = 795
drc = 0
dr.first_iter.drc_count = 49
n_antenna_cell = 0
vias = 291
routedWlPerCell_um = 8.11

[yosys]
netlist_area_um2 = 278
largest_area_cell = dfxtp_1
synth-area-yosys_um2 = 278
top_cells_by_count = nor2_1, nand2_1, nor2b_1
ys.flop_type = dlxtn_1
ys_ff = 6
ys_types = 15
syn_avg_cell_area_um2 = 7.72
synth.most_common_cell = nor2_1
yosysWarnings = 1
ys_cells = 36
netlist.area_leader.share_pct = 21.6
synth_cells = 36
ys_top_cells_by_area = dfxtp_1, dlxtn_1, nor2_1
edf_count = 0
synth-async-reset-ratio_pct = 0

[power_and_ir_drop]
clockPowerShare_pct = 55.7
seq_power_share_pct = 31.9
intPower_w = 0.000228
power.leakage_nw = 0.185
switchingPower_w = 0.0000614
comb_power_share_pct = 12.5
sw_frac_of_total_pct = 21.2
peakVddDrop_v = 0.000104
power.density_nw_per_um2 = 597

[global_routing]
grt_pass1_wl_mm = 1.19
grt_overflow = 0
grt_pass1_vias = 274
grt_usage_pct = 2.25
grt_max_degree = 10
antenna_found_initial = 0

[clocking]
holdBufCountCts = 0
clkTransAtPathRegs_ns = 0.04
tritoncts = yes
numCtsBuffers = 3
cts_buffer_depth = 2
h-tree-depth = 1
cts_root_buf = clkbuf_4

[setup_path]
cp.required_ns = 1.04
crit_path_end = A_load
cp_cell_sequence = buf_6 -> nand2_1 -> a21oi_1 -> buf_2
critPathBufInv = 2
cpMaxStageDelayCell = dfxtp_4
worstSetupPathType = reg -> out
cp_slowest_stage_delay_ns = 0.35
crit_family = flip-flops
cp.depth = 4
endpoint_kind = output pin
startpoint = curr_state[0]
start_kind = flop
worstPathArrival_ns = 0.99
cp_max_fo = 5

[worst_hold_path]
hold_path.class = in -> reg

[final_timing]
worstMarginPinSlew_ns = 0.222
timing_hold_violations_final = 0
rsz0062_at_grt = no
fmax_mhz = 801
maxSlewViolCount = 0
setup_viol = 0
max_slew_margin_pct = 85.1
unclocked_pins = 3
untimed_endpoints = 3
finalSetupTns_ns = 0
final.period_utilization_pct = 96.0
min_period_ns = 1.25

[placed_design]
numPortBuffers = 9
place.gp.congestion = 0.676

[final_layout]
utilization_pct = 14.2
drive_above_1_share_pct = 32.7
area.growth.synth_to_final_pct = 74.8

[status]
outcome = completed

[flow_run]
warnings = 26
max-cap-violations = 0
==> placed cells by master (no fill, tap or decap) <==
master / instances
clkbuf_1: 1
nor2_2: 1
buf_4: 4
dlxtn_1: 3
inv_1: 2
nand2_1: 4
nor2_4: 1
buf_2: 2
clkdlybuf4s50_1: 4
nand2b_4: 1
buf_6: 2
o22a_1: 1
nor4b_2: 1
dfxtp_1: 1
nor2b_1: 4
clkdlybuf4s15_1: 3
a31oi_1: 1
clkbuf_4: 3
o21ai_1: 1
o21ai_0: 1
nor2_1: 6
dfxtp_4: 2
a21oi_1: 3
==> how the worst min path moves through the flow <==
stage,start,slack (ns),endpoint,depth (start not counted)
5_1_grt,rst_fsm,0.71,curr_state[0],2
4_1_cts,rst_fsm,0.69,curr_state[0],2
6_report,rst_fsm,0.70,curr_state[1],2
==> cell type report <==
cell class              count  area, µm²
flip-flops and latches      6        113
multi-input cells          25        149
fillers                   389       2930
inverters                   2       7.51
repair buffers             15        133
well taps                  46       57.6
clock buffers               4       26.3
==> repair_timing <==
item,4_1_cts,5_1_grt
gates resized,14,8
endpoints found under the setup margin,5,5
pin swaps,2,3
buffers inserted,1,1
cloned,0,0
==> cell families after synthesis <==
group                  after synthesis  share of synthesized area (%)
AND-OR/OR-AND                        7                           14.4
buffers and inverters                5                           12.2
flip-flops                           3                           21.6
latches                              3                           16.2
AND/OR/NAND/NOR                     18                           35.6
==> state kept, by name, summed over array words and instances (netlist names) <==
signal / count
curr_state: 3
next_state: 3
==> layer usage <==
layer / vias up / track usage [%] / share of wire (%)
li1: 149 / - / -
met1: 136 / 2.73 / 45
met2: 4 / 3.53 / 48
met3: 2 / 0.341 / 2.1
met4: 0 / 1.58 / 4.9
met5: - / 0 / 0
==> per-stage QoR <==
stage	area, µm²	setup WS [ns]	hold slack (ns)	cells	power, W
floorplan	278	0.416	0.332	36	0.000111
global placement	429	-0.136	0.933	92	0.000131
detailed placement	429	-0.147	0.924	92	0.000131
CTS	467	-0.0443	0.685	97	0.000298
global route	485	0.00166	0.713	98	0.000315
finish	485	0.0520	0.700	98	0.000290
==> power by group through the flow <==
| stage | clock network [W] | logic [W] | registers [W] |
|---|---|---|---|
| after CTS | 0.000171 | 0.0000347 | 0.0000921 |
| after global routing | 0.000183 | 0.0000391 | 0.0000923 |
| final | 0.000161 | 0.0000361 | 0.0000923 |
Power is estimated from default activity; no workload was simulated.
